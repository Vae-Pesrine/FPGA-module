### design.v
module FrequencyDivisionPulse#(
    parameter FREQUENCY_IN       = 100_000_000,
    parameter FREQUENCY_OUT      = 100        
)(
    input   wire        clk,    
    input   wire        rst,    
    output  reg         clk_out 
);
localparam  DIVISION_NUM = (FREQUENCY_IN / FREQUENCY_OUT) - 1'b1;
reg [31:0]  cnt;
always@(posedge clk or posedge rst) begin
    if(rst) begin
        cnt     <= 32'b0;
        clk_out <= 1'b0;
    end
    else if(cnt == DIVISION_NUM) begin
        cnt     <= 32'h0;
        clk_out <= 1'b1;
    end else begin
        cnt     <= cnt + 1'b1;
        clk_out <= 1'b0;
    end
end
endmodule
module GetFourBtnEdge #(
    parameter FREQUENCY_IN = 100_000_000
)
(
    input  wire clk,
    input  wire rst,
    input  wire [3:0] btns_in,
    output wire [3:0] btnUpEdges_out,
    output wire [3:0] btnDownEdges_out
);
KeyProcess #(
    .FREQUENCY_IN     (FREQUENCY_IN)
)KeyProcess_ISR0
(
    .clk        (clk),
    .rst        (rst),
    .btn_in     (btns_in[0]),
    .btn_LH_out (btnUpEdges_out[0]),
    .btn_HL_out (btnDownEdges_out[0])
);
KeyProcess #(
    .FREQUENCY_IN     (FREQUENCY_IN)
)KeyProcess_ISR1
(
    .clk        (clk),
    .rst        (rst),
    .btn_in     (btns_in[1]),
    .btn_LH_out (btnUpEdges_out[1]),
    .btn_HL_out (btnDownEdges_out[1])
);
KeyProcess #(
    .FREQUENCY_IN     (FREQUENCY_IN)
)KeyProcess_ISR2
(
    .clk        (clk),
    .rst        (rst),
    .btn_in     (btns_in[2]),
    .btn_LH_out (btnUpEdges_out[2]),
    .btn_HL_out (btnDownEdges_out[2])
);
KeyProcess #(
    .FREQUENCY_IN     (FREQUENCY_IN)
)KeyProcess_ISR3
(
    .clk        (clk),
    .rst        (rst),
    .btn_in     (btns_in[3]),
    .btn_LH_out (btnUpEdges_out[3]),
    .btn_HL_out (btnDownEdges_out[3])
);
endmodule
module KeyProcess #(
    parameter FREQUENCY_IN = 100
)
(
    input wire clk,
    input wire rst,
    input wire btn_in,
    output wire btn_LH_out,
    output wire btn_HL_out
);
localparam H_LEVEL = 6'b000_001,
           CHK_L   = 6'b000_010,
           L_VALID = 6'b000_100,
           L_LEVEL = 6'b001_000,
           CHK_H   = 6'b010_000,
           H_VALID = 6'b100_000;
reg [5:0] btn_state = H_LEVEL;
reg timerClr = 1'b0;
wire [31:0] timerCnt;
localparam TIME_DELAY_VALUE = 32'd12;
wire clk_1ms;
FrequencyDivisionPulse #(
    .FREQUENCY_IN     (FREQUENCY_IN),
    .FREQUENCY_OUT    (1000)
)To_xHzPulse_ISR0
(
    .clk              (clk),
    .rst              (rst),
    .clk_out          (clk_1ms)
);
UniversalCounter #(
    .MAX_NUM          (256)
)UniversalCounter_ISR0
(
    .clk              (clk),
    .rst              (rst | timerClr),
    .en_in            (clk_1ms),
    .dir_in           (1'b1),
    .loadCmd_in       (1'b0),
    .loadValue_in     (32'h0),
    .counter_out      (timerCnt),
    .tc_out           ()
);
always @(posedge clk) begin
    if(rst)
        btn_state <= H_LEVEL;
    else begin
        case (btn_state)
            H_LEVEL: if(btn_in == 1'b0) begin
                btn_state <= CHK_L;
                timerClr <= 1'b1;
            end 
            CHK_L: begin
                timerClr <= 1'b0;
                if(timerCnt == TIME_DELAY_VALUE) begin
                    if(btn_in == 1'b0)
                        btn_state <= L_VALID;
                    else
                        btn_state <= H_LEVEL;     
                end
            end
            L_VALID:
                btn_state <= L_LEVEL;
            L_LEVEL: 
                if(btn_in == 1'b1) begin
                    timerClr <= 1'b1;
                    btn_state <= CHK_H;
                end
            CHK_H: begin
                timerClr <= 1'b0;
                if(timerCnt == TIME_DELAY_VALUE) begin
                    if(btn_in == 1'b1)
                        btn_state <= H_VALID;
                    else
                        btn_state <= L_LEVEL;      
                end
            end
            H_VALID:
                btn_state <= H_LEVEL;
            default: btn_state <= H_LEVEL;
        endcase
    end
end
assign btn_HL_out = (btn_state == L_VALID) ? 1'b1 : 1'b0;
assign btn_LH_out = (btn_state == H_VALID) ? 1'b1 : 1'b0;
endmodule
module UniversalCounter#(
    parameter MAX_NUM       =   10,     
    parameter COUNTER_BITS  =   31      
)
(
    input  wire                     clk,           
    input  wire                     rst,          
    input  wire                     en_in,         
    input  wire                     dir_in,         
    input  wire                     loadCmd_in,     
    input  wire [COUNTER_BITS:0]    loadValue_in,
    output reg  [COUNTER_BITS:0]    counter_out,    
    output wire                     tc_out          
);
localparam COUNTER_MODULE   =   MAX_NUM - 1'b1;
always@(posedge clk) begin
    if(rst)
        counter_out <= 'h0;
    else if(loadCmd_in) begin
        if(loadValue_in <= COUNTER_MODULE)
            counter_out <= loadValue_in;
    end else if(en_in) begin
        if(dir_in) begin
            if(counter_out == COUNTER_MODULE)
                counter_out <= 'h0;
            else counter_out <= counter_out + 1'b1;   
        end
        else begin
            if(counter_out == 0)
                counter_out <= COUNTER_MODULE;
            else counter_out <= counter_out - 1'b1;   
        end
    end
end
assign tc_out = en_in & (counter_out == COUNTER_MODULE);
endmodule
### run.sh
#!/bin/bash
# OpenROAD 26Q1-2900-gdf79404cd8, Yosys 0.63+post, stock flow scripts
make -C /OpenROAD-flow-scripts/flow DESIGN_CONFIG=/design/flow/config.mk WORK_HOME=/design/flow/orfs finish
### config.mk
export PLATFORM = sky130hd
export DESIGN_NAME = GetFourBtnEdge
export DESIGN_NICKNAME = GetFourBtnEdge
export VERILOG_FILES = /design/flow/design.v
export SDC_FILE = /design/flow/constraint.sdc
export NUM_CORES = 4
export LEC_CHECK = 1
export CORE_UTILIZATION = 40
### constraint.sdc
current_design GetFourBtnEdge

set clk_period 7.0
set clk_io_pct 0.2

create_clock -name clk0 -period $clk_period [get_ports {clk}]

set non_clock_inputs [all_inputs -no_clocks]
set_input_delay [expr $clk_period * $clk_io_pct] -clock clk0 $non_clock_inputs
set_output_delay [expr $clk_period * $clk_io_pct] -clock clk0 [all_outputs]
==> results.py <==
# Flow results
metrics = {
    "outcome": {
        "status": "completed",
    },
    "placed_design": {
        "pre_cts_ws_ns": 3.53,
        "dpl.hpwl_mm": 15.8,
        "io_buffer_count": 13,
        "gp_congestion": 0.807,
        "dpl_cell_area_um2": 14200,
    },
    "final_layout": {
        "drive_gt1_frac": 0.0714,
        "fin_area_um2": 15400,
        "fill_cells": 3008,
        "logic_area_um2": 6800,
        "area_delta_synth_final_pct": 13.5,
        "regArea_um2": 6470,
    },
    "final_timing": {
        "setup_viol": 0,
        "timing.fmax_mhz": 270,
        "finClkSkew_ns": 0.0124,
        "finalHoldViolations": 0,
        "timing.final.crit_period_ns": 3.71,
        "worst_slack_ns": 3.29,
        "tns_ns": 0,
        "slew_viol_final": 0,
        "tightestPinTransition_ns": 0.763,
        "max-slew-margin-rel": 0.487,
        "rsz0062_at_grt": "no",
        "min_period_over_period": 0.530,
        "hold_slack_ns": 0.470,
    },
    "grt": {
        "grt_antenna_before_repair": 0,
        "grt_first_pass_wirelength_mm": 44.3,
        "grt_pass1_vias": 9567,
        "grt_max_degree": 84,
        "grt-ovfl-total": 0,
        "use_met1": 0.241,
        "use_met3": 0.0215,
        "top_usage_layer": "met1",
        "grt_use_total": 0.155,
        "grt_use_met2": 0.240,
    },
    "yosys": {
        "synth_warnings": 3,
        "synthFlopType": "dfxtp_1",
        "synthTopCellsByCount": "215 x nor2_1, 152 x dfxtp_1, 132 x dfrtp_1",
        "ys_cells": 1434,
        "ys_seq_frac": 0.477,
        "synth_chip_area_um2": 13500,
        "netlist.top_cell.by_area": "dfrtp_1",
        "ys_types": 68,
        "top_area_frac": 0.244,
        "synth.most_common_cell": "nor2_1",
        "async_flop_share": 0.458,
        "edf_count": 4,
        "area_leaders": "dfrtp_1 24%, dfxtp_1 22%, xor2_1 7.8%",
        "avgSynthCellArea_um2": 9.45,
        "synth-seq-cells": 288,
        "netlist_instances": 1434,
        "synthesis.area_um2": 13500,
    },
    "clocking": {
        "ctsResizeCount": 0,
        "clk_latency_ns": 0.50,
        "cts_hold_buf": 0,
        "cts_tree": "built",
        "postCtsSetupBuffers": 0,
        "cts.sink_count": 288,
        "clk_path_buf_depth": 3,
        "cts_root_buf": "clkbuf_16",
        "cts_made_buffers": 34,
        "htreeDepth": 2,
        "clkTransAtPathRegs_ns": 0.06,
    },
    "pwr": {
        "seqPwrFrac": 0.464,
        "power.switching_w": 0.000718,
        "ir_drop_mv": 0.172,
        "sw_frac_of_total": 0.200,
        "clockPowerShare": 0.518,
        "combPwrFrac": 0.018,
        "leakage_nw": 5.87,
        "power.density_nw_per_um2": 234,
        "internal_power_w": 0.00288,
    },
    "critical_path": {
        "crit_fanout": 6,
        "startpoint_type": "flop",
        "endpoint_kind": "primary output",
        "path_class": "flop to primary output",
        "crit_arrival_ns": 2.31,
        "crit_required_ns": 5.60,
    },
    "die": {
        "fp.dieW_um": 186,
        "die_h_um": 186,
        "die-area_um2": 34600,
        "core-area_um2": 33400,
        "rows": 67,
        "boundaryPins": 14,
        "fp_util": 0.405,
    },
    "hold_path": {
        "hold_class": "flop to flop",
    },
    "drt": {
        "detail_route.first_pass.iterations": 7,
        "avgViaCountPerCell": 5.19,
        "antenna_left": 0,
        "via_count": 10000,
        "drc": 0,
        "drt-total-wl_mm": 24.9,
        "n_antenna_cell": 0,
        "first_iter_violations": 491,
        "avgRoutedWirePerCell_um": 12.9,
    },
    "job": {
        "tool_warnings": 29,
        "cap_violations": 0,
    },
}
-- registers in the layout (all words and copies together) (netlist names), 6 cells and up --
signal                                             cells
KeyProcess_ISR2.btn_state                              6
KeyProcess_ISR2.UniversalCounter_ISR0.counter_out     32
KeyProcess_ISR0.UniversalCounter_ISR0.counter_out     32
KeyProcess_ISR0.To_xHzPulse_ISR0.cnt                  32
KeyProcess_ISR0.btn_state                              6
KeyProcess_ISR1.To_xHzPulse_ISR0.cnt                  32
KeyProcess_ISR2.To_xHzPulse_ISR0.cnt                  32
KeyProcess_ISR3.btn_state                              6
KeyProcess_ISR1.UniversalCounter_ISR0.counter_out     32
KeyProcess_ISR3.UniversalCounter_ISR0.counter_out     32
KeyProcess_ISR3.To_xHzPulse_ISR0.cnt                  32
KeyProcess_ISR1.btn_state                              6
-- through the flow --
stage / cells / total power, W / utilization
after floorplan: 1434 / 0.00175 / -
after global placement: 1872 / 0.00176 / 0.423
after detailed placement: 1872 / 0.00176 / 0.423
after CTS: 1932 / 0.00365 / 0.460
after global routing: 1932 / 0.00372 / 0.460
final: 1932 / 0.00359 / 0.460
-- layout by cell type, fill, tap and decap left out, types with 4 or more instances in the layout --
master           count
a21oi_1             12
nand4_1             82
o22ai_1              4
or4_4                4
nand2_1            104
nor3_1              31
nand2b_1             4
nor4_2               8
clkbuf_1             6
or3_1               13
nor4b_1              6
and2_1              11
buf_4               15
o21ai_0             21
clkbuf_8             5
and4b_1              5
clkinv_2             6
dfrtp_1            132
nor4_1              67
or4_1                4
and4_1              23
clkdlybuf4s50_1     13
a31oi_1              4
inv_1               24
nor2_1             215
nor2b_1             14
nor3b_1              6
xor2_1             121
and3_1              40
dfxtp_1            152
clkbuf_16           37
bufinv_16            5
xnor2_1            120
edfxtp_1             4
ha_1                12
or2_2                4
nand3_1            102
-- cell type report --
| class | instances | area share |
|---|---|---|
| clock inverters | 12 | 0.0122 |
| repair buffers | 28 | 0.0158 |
| clock buffers | 48 | 0.0662 |
| flip-flops and latches | 288 | 0.421 |
| multi-input cells | 1083 | 0.442 |
| well taps | 448 | 0.0365 |
| inverters | 25 | 0.00643 |
-- routing by layer --
metal	wire length (um)	up-vias
met3	815	37
met1	12800	4747
met5	0	-
li1	-	5120
met2	10800	120
met4	479	0
-- worst paths after layout --
kind,startpoint,to,slack [ns],cells past startpoint
hold / removal,KeyProcess_ISR3.timerClr,flop,0.47,1
min in group asynchronous,rst,KeyProcess_ISR3.To_xHzPulse_ISR0.cnt[16],1.64,3
setup reg to reg,flop,flop,4.78,7
hold reg to reg,KeyProcess_ISR3.timerClr,flop,0.47,1
max in group asynchronous,rst,KeyProcess_ISR1.To_xHzPulse_ISR0.cnt[24],4.16,4
setup / recovery,KeyProcess_ISR2.btn_state[3],btnDownEdges_out[2],3.29,3
-- kinds of logic (layout without fill, tap and decap cells) --
group                    Yosys count  count (layout)  share of synthesized area
AND-OR/OR-AND                     60              60                     0.0287
multiplexers                       3               3                    0.00231
XOR/XNOR                         241             241                      0.156
AND/OR/NAND/NOR                  767             767                      0.303
adder cells (fa/ha/maj)           12              12                     0.0111
buffers and inverters             63             113                     0.0214
flip-flops                       288             288                      0.477
-- critical path: stages (launching register included) --
cell	delay [ns]
dfxtp_1	0.35
or4b_2	0.69
nor2_1	0.23
clkdlybuf4s50_1	0.54
-- power by group through the flow --
stage / Combinational, W / Sequential [W] / Clock [W]
6_report: 0.0000640 / 0.00167 / 0.00186
5_1_grt: 0.0000734 / 0.00167 / 0.00198
4_1_cts: 0.0000656 / 0.00167 / 0.00192
No activity file was given, so power comes from the tool's default toggle rates.
