## ./run.sh

```bash
#!/bin/bash
# OpenROAD 26Q1-2900-gdf79404cd8, Yosys 0.63+post, stock flow scripts
make -C /OpenROAD-flow-scripts/flow DESIGN_CONFIG=/design/flow/config.mk WORK_HOME=/design/flow/orfs finish
```

## ./config.mk

```make
export PLATFORM = sky130hd
export DESIGN_NAME = AdjustableTimerHMS
export DESIGN_NICKNAME = AdjustableTimerHMS
export VERILOG_FILES = /design/flow/design.v
export SDC_FILE = /design/flow/constraint.sdc
export NUM_CORES = 4
export LEC_CHECK = 1
export CORE_UTILIZATION = 50
```

## ./constraint.sdc

```tcl
current_design AdjustableTimerHMS

set clk_period 9.7
set clk_io_pct 0.2

create_clock -name clk0 -period $clk_period [get_ports {clk}]

set non_clock_inputs [all_inputs -no_clocks]
set_input_delay [expr $clk_period * $clk_io_pct] -clock clk0 $non_clock_inputs
set_output_delay [expr $clk_period * $clk_io_pct] -clock clk0 [all_outputs]
```

## ./design.v

```verilog
module Adder(
    input  wire [3:0] i_data,
    output wire [3:0] o_data 
);
assign o_data = (i_data > 4'h4) ? (i_data + 4'h3) : i_data;
endmodule
module AdjustableTimerHMS #(
    parameter FREQUENCY_IN = 100_000_000
)
(
    input  wire       clk,
    input  wire       rst,
    input  wire       en_in,
    input  wire       adjustCmd_in,
    inout  wire [7:0] bcdSecond_io,
    inout  wire [7:0] bcdMinute_io,
    inout  wire [7:0] bcdHour_io
);  
wire clk1HzPulse;
FrequencyDivisionPulse #(
    .FREQUENCY_IN    (FREQUENCY_IN),
    .FREQUENCY_OUT   (32'd1)
)
To_1HzPulse_ISR0
(
    .clk     (clk),
    .rst     (rst),
    .clk_out (clk1HzPulse)
);
wire        tc_hour;
wire        tc_min;
wire [31:0] hours;
wire [31:0] minutes;
wire [31:0] seconds;
wire [7:0] hours_bcd;
wire [7:0] minutes_bcd;
wire [7:0] seconds_bcd;
wire [7:0] hourTmp;
wire [7:0] minuteTmp;
wire [7:0] secondTmp;
assign hourTmp   = {1'b0, bcdHour_io[7:4],   3'b0} + {3'b0, bcdHour_io[7:4],   1'b0} + bcdHour_io[3:0];
assign minuteTmp = {1'b0, bcdMinute_io[7:4], 3'b0} + {3'b0, bcdMinute_io[7:4], 1'b0} + bcdMinute_io[3:0];
assign secondTmp = {1'b0, bcdSecond_io[7:4], 3'b0} + {3'b0, bcdSecond_io[7:4], 1'b0} + bcdSecond_io[3:0];
UniversalCounter #(
    .MAX_NUM         (60)
)Counter_ISR0
(
    .clk             (clk),
    .rst             (rst),
    .en_in           (clk1HzPulse & en_in),
    .dir_in          (1'b1),
    .loadCmd_in      (adjustCmd_in),
    .loadValue_in    ({24'h0, secondTmp}),
    .counter_out     (seconds),
    .tc_out          (tc_min)
);
UniversalCounter #(
    .MAX_NUM         (60)
)Counter_ISR1
(
    .clk             (clk),
    .rst             (rst),
    .en_in           (tc_min & en_in),
    .dir_in          (1'b1),
    .loadCmd_in      (adjustCmd_in),
    .loadValue_in    ({24'h0, minuteTmp}),
    .counter_out     (minutes),
    .tc_out          (tc_hour)
);
UniversalCounter #(
    .MAX_NUM         (24)
)Counter_ISR2
(
    .clk             (clk),
    .rst             (rst),
    .en_in           (tc_hour & en_in),
    .dir_in          (1'b1),
    .loadCmd_in      (adjustCmd_in),
    .loadValue_in    ({24'h0, hourTmp}),
    .counter_out     (hours),
    .tc_out          ()
);
Bin2bcd_6bit Bin2bcd_6bit_ISR0
(
    .i_data  (seconds[5:0]),
    .o_bcd   (seconds_bcd)
);
Bin2bcd_6bit Bin2bcd_6bit_ISR1
(
    .i_data  (minutes[5:0]),
    .o_bcd   (minutes_bcd)
);
Bin2bcd_6bit Bin2bcd_6bit_ISR2
(
    .i_data  (hours[5:0]),
    .o_bcd   (hours_bcd)
);
assign bcdHour_io   = adjustCmd_in ? 8'hzz : hours_bcd;
assign bcdMinute_io = adjustCmd_in ? 8'hzz : minutes_bcd;
assign bcdSecond_io = adjustCmd_in ? 8'hzz : seconds_bcd;
endmodule
module Bin2bcd_6bit(
    input  wire [5:0] i_data,
    output wire [7:0] o_bcd
);
wire [3:0] o1, o2, o3, o4;
Adder Adder1(
    .i_data ({1'b0, i_data[5:3]}),
    .o_data  (o1)
);
Adder Adder2(
    .i_data ({o1[2:0], i_data[2]}),
    .o_data  (o2)
);
Adder Adder3(
    .i_data ({o2[2:0], i_data[1]}),
    .o_data (o3)
);
assign o_bcd = {1'b0, o1[3], o2[3], o3, i_data[0]};
endmodule
module FrequencyDivisionPulse#(
    parameter FREQUENCY_IN       = 100_000_000,
    parameter FREQUENCY_OUT      = 100        
)(
    input   wire        clk,    
    input   wire        rst,    
    output  reg         clk_out 
);
localparam  DIVISION_NUM = (FREQUENCY_IN / FREQUENCY_OUT) - 1'b1;
reg [31:0]  cnt;
always@(posedge clk or posedge rst) begin
    if(rst) begin
        cnt     <= 32'b0;
        clk_out <= 1'b0;
    end
    else if(cnt == DIVISION_NUM) begin
        cnt     <= 32'h0;
        clk_out <= 1'b1;
    end else begin
        cnt     <= cnt + 1'b1;
        clk_out <= 1'b0;
    end
end
endmodule
module UniversalCounter#(
    parameter MAX_NUM       =   10,     
    parameter COUNTER_BITS  =   31      
)
(
    input  wire                     clk,           
    input  wire                     rst,          
    input  wire                     en_in,         
    input  wire                     dir_in,         
    input  wire                     loadCmd_in,     
    input  wire [COUNTER_BITS:0]    loadValue_in,
    output reg  [COUNTER_BITS:0]    counter_out,    
    output wire                     tc_out          
);
localparam COUNTER_MODULE   =   MAX_NUM - 1'b1;
always@(posedge clk) begin
    if(rst)
        counter_out <= 'h0;
    else if(loadCmd_in) begin
        if(loadValue_in <= COUNTER_MODULE)
            counter_out <= loadValue_in;
    end else if(en_in) begin
        if(dir_in) begin
            if(counter_out == COUNTER_MODULE)
                counter_out <= 'h0;
            else counter_out <= counter_out + 1'b1;   
        end
        else begin
            if(counter_out == 0)
                counter_out <= COUNTER_MODULE;
            else counter_out <= counter_out - 1'b1;   
        end
    end
end
assign tc_out = en_in & (counter_out == COUNTER_MODULE);
endmodule
```

==> impl_metrics.csv <==
group,metric,value,unit
clock_tree,clock_sinks,129,
synthesis,synthFlopType,"dfxtp_1",
clock_tree,cts_hold_buf,0,
synthesis,largest_area_cell,"dfxtp_1",
synthesis,synthTopCellsByArea,"dfxtp_1 (21%), dfrtp_1 (9.0%), ha_1 (5.5%)",
synthesis,synth-async-reset-ratio,0.256,
synthesis,ys_seq_share,0.300,
synthesis,top_cell,"nand2_1",
clock_tree,postCtsSetupBuffers,0,
outcome,status,"aborted with a tool error",
synthesis,yosysTopAreaCellShare,0.210,
synthesis,synth_flops,129,
floorplan,fp.dieW,137,µm
clock_tree,numCtsBuffers,17,
clock_tree,cts_repair_resize_count,0,
synthesis,ys_cells,1225,
outcome,first-error,"[error] [KeplerFormal.cpp:679] Workflow failed: Iso has multiple drivers: .bcdSecond_io0, bcdSecond_io[0]$_SDFFE_PP0P_.Q0",
floorplan,fp_util,0.510,
synthesis,top_cells_by_count,"nand2_1 (131), nor2_1 (109), dfxtp_1 (96)",
placed_design,io_buffers,3,
synthesis,synth_chip_area,9160,µm²
placed_design,gp_congestion,0.872,
synthesis,synth_area,9160,µm²
floorplan,die_h,137,µm
synthesis,yosysUniqueCellTypes,72,
synthesis,synth_cells,1225,
clock_tree,cts-root-buf,"clkbuf_16",
synthesis,ys_warn_count,6,
placed_design,dp_hpwl,15100,µm
floorplan,rows,49,
synthesis,syn_avg_cell_area,7.48,µm²
clock_tree,htree_levels,4,
floorplan,boundaryPins,28,
synthesis,edf_count,0,
clock_tree,clock_path_buffers,2,
outcome,haltStage,"4_1_cts",
==> logic make-up after synthesis <==
group,Yosys count,share of synthesized area
multiplexers,8,0.00915
buffers and inverters,138,0.0582
adder cells (fa/ha/maj),45,0.0656
XOR/XNOR,46,0.0440
flip-flops,129,0.300
AND-OR/OR-AND,312,0.226
AND/OR/NAND/NOR,546,0.297
other,1,0.000409
==> metrics by stage <==
stage | total power (µW) | cell area [µm²] | hold slack [ps] | instances | worst slack [ps]
3_5_place_dp | 748 | 9330 | 467 | 1396 | 4130
3_3_place_gp | 747 | 9330 | 460 | 1396 | 4160
2_1_floorplan | 703 | 9170 | 443 | 1227 | 4700
Power and IR drop assume default switching activity.
