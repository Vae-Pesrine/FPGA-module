==> /design/flow/design.v <==
module Decoder2_4
(
    input   wire [1:0]  coder_in,
    output  reg  [3:0]  decoder_out
);
    always @(*)
        case(coder_in)
            2'd0:   decoder_out <= 4'b0001;
            2'd1:   decoder_out <= 4'b0010;
            2'd2:   decoder_out <= 4'b0100;
            2'd3:   decoder_out <= 4'b1000;
        endcase
endmodule
module EightLedCtrl#(
    parameter   FREQUENCY_IN    =   50_000_000
)
(
    input   wire        clk,
    input   wire        rst,
    input   wire [31:0] bcdCoder_in,
    input   wire [7:0]  hasDot_in,
    output  wire [3:0]  high_seg_cs_out,
    output  wire [7:0]  high_seg_data_out,
    output  wire [3:0]  low_seg_cs_out,
    output  wire [7:0]  low_seg_data_out
);
FourLedCtrl#(
    .FREQUENCY_IN       (FREQUENCY_IN)
)FourLedCtrl_ISRHigh(
    .clk                (clk),
    .rst                (rst),
    .bcdCoder_in        (bcdCoder_in[31:16]),
    .hasDot_in          (hasDot_in[7:4]),
    .seg_cs_out         (high_seg_cs_out),
    .seg_data_out       (high_seg_data_out)
);
FourLedCtrl#(
    .FREQUENCY_IN       (FREQUENCY_IN)
)FourLedCtrl_ISRLow(
    .clk                (clk),
    .rst                (rst),
    .bcdCoder_in        (bcdCoder_in[15:0]),
    .hasDot_in          (hasDot_in[3:0]),
    .seg_cs_out         (low_seg_cs_out),
    .seg_data_out       (low_seg_data_out)
);
endmodule
module FourLedCtrl#(
    parameter   FREQUENCY_IN     =   50_000_000
)
(
    input   wire        clk,            
    input   wire        rst,            
    input   wire [15:0] bcdCoder_in,    
    input   wire [3:0]  hasDot_in,      
    output  wire [3:0]  seg_cs_out,     
    output  wire [7:0]  seg_data_out     
);
wire    [3:0]   inter_ledData;
wire            inter_ledDot;
GenerateLed_cs#(
    .FREQUENCY_IN  (FREQUENCY_IN)
)
GenerateLed_cs_ISRO(
    .clk            (clk),
    .rst            (rst),
    .seg_cs_out     (seg_cs_out)
);
LedDataSelect LedDataSelect_ISRO(
    .select_in              (seg_cs_out),
    .ledData_in             (bcdCoder_in),
    .ledDot_in              (hasDot_in),
    .ledDataSelected_out    (inter_ledData),
    .ledDotSelected_out     (inter_ledDot)
);
LedDecoder LedDecoder_ISRO(
    .bcdCoder_in        (inter_ledData),
    .dp_in              (inter_ledDot),
    .seg_data_out       (seg_data_out)
);
endmodule
module FrequencyDivisionPulse#(
    parameter FREQUENCY_IN       = 100_000_000,
    parameter FREQUENCY_OUT      = 100        
)(
    input   wire        clk,    
    input   wire        rst,    
    output  reg         clk_out 
);
localparam  DIVISION_NUM = (FREQUENCY_IN / FREQUENCY_OUT) - 1'b1;
reg [31:0]  cnt;
always@(posedge clk or posedge rst) begin
    if(rst) begin
        cnt     <= 32'b0;
        clk_out <= 1'b0;
    end
    else if(cnt == DIVISION_NUM) begin
        cnt     <= 32'h0;
        clk_out <= 1'b1;
    end else begin
        cnt     <= cnt + 1'b1;
        clk_out <= 1'b0;
    end
end
endmodule
module GenerateLed_cs # (
    parameter FREQUENCY_IN =   50_000_000
)
(
    input  wire         clk,
    input  wire         rst,
    output wire [3:0]   seg_cs_out
);
wire        refreshClk;
wire [31:0] counterTmp;
FrequencyDivisionPulse # (
    .FREQUENCY_IN         (FREQUENCY_IN),
    .FREQUENCY_OUT        (32'd1000)
)T0_refreshClk_ISRO(
    .clk        (clk),
    .rst        (rst),
    .clk_out    (refreshClk)
);
UniversalCounter#(
    .MAX_NUM        (4),
    .COUNTER_BITS   (1)
)Counter_ISRO(
    .clk            (clk),
    .rst            (rst),
    .en_in          (refreshClk),
    .dir_in         (1'b1),
    .loadCmd_in     (1'b0),
    .loadValue_in   (32'd0),
    .counter_out    (counterTmp),
    .tc_out         ()
);
wire    [3:0]   inter_seg_cs;
Decoder2_4 Decoder_ISRO(
    .coder_in       (counterTmp[1:0]),
    .decoder_out    (inter_seg_cs)
);
assign seg_cs_out = (~rst) ? inter_seg_cs : 4'b0000;
endmodule
module LedDataSelect(
    input   wire    [3:0]   select_in,
    input   wire    [15:0]  ledData_in,
    input   wire    [3:0]   ledDot_in,
    output  reg     [3:0]   ledDataSelected_out,
    output  reg             ledDotSelected_out
    );
 wire   [3:0]   inter_ledData [3:0];
 assign inter_ledData[0] = ledData_in[15:12];
 assign inter_ledData[1] = ledData_in[11:8]; 
 assign inter_ledData[2] = ledData_in[7:4];
 assign inter_ledData[3] = ledData_in[3:0];
always@(*) begin
    case(select_in)
        4'b0001 : begin
            ledDataSelected_out <= inter_ledData[0];
            ledDotSelected_out <= ledDot_in[3];
        end
        4'b0010 : begin
            ledDataSelected_out <= inter_ledData[1];
            ledDotSelected_out <= ledDot_in[2];
        end
        4'b0100 : begin
            ledDataSelected_out <= inter_ledData[2];
            ledDotSelected_out <= ledDot_in[1];
        end
        4'b1000 : begin
            ledDataSelected_out <= inter_ledData[3];
            ledDotSelected_out <= ledDot_in[0];
        end
        default : begin
            ledDataSelected_out <= 4'hF;
            ledDotSelected_out <= 'b0;
        end
    endcase
end
endmodule
module LedDecoder(
    input   wire [3:0]  bcdCoder_in,    
    input   wire [0:0]  dp_in,          
    output  wire  [7:0]  seg_data_out    
    );
 localparam     ZERO    =   7'b011_1111,
                ONE     =   7'b000_0110,
                TWO     =   7'b101_1011,
                THREE   =   7'b100_1111,
                FOUR    =   7'b110_0110,
                FIVE    =   7'b110_1101,
                SIX     =   7'b111_1101,
                SEVEN   =   7'b000_0111,
                EIGHT   =   7'b111_1111,
                NINE    =   7'b110_1111,
                SIGN    =   7'b100_0000,
                ERR     =   7'b111_1001;
reg [6:0]   seg_num;
always@(*) begin
    case(bcdCoder_in)
        4'h0:       seg_num <= ZERO;
        4'h1:       seg_num <= ONE;
        4'h2:       seg_num <= TWO;
        4'h3:       seg_num <= THREE;
        4'h4:       seg_num <= FOUR;
        4'h5:       seg_num <= FIVE;
        4'h6:       seg_num <= SIX;
        4'h7:       seg_num <= SEVEN;
        4'h8:       seg_num <= EIGHT;
        4'h9:       seg_num <= NINE;
        4'hA:       seg_num <= SIGN;
        default:    seg_num <= 'b0;
    endcase
end
assign seg_data_out = {dp_in, seg_num};
endmodule
module UniversalCounter#(
    parameter MAX_NUM       =   10,     
    parameter COUNTER_BITS  =   31      
)
(
    input  wire                     clk,           
    input  wire                     rst,          
    input  wire                     en_in,         
    input  wire                     dir_in,         
    input  wire                     loadCmd_in,     
    input  wire [COUNTER_BITS:0]    loadValue_in,
    output reg  [COUNTER_BITS:0]    counter_out,    
    output wire                     tc_out          
);
localparam COUNTER_MODULE   =   MAX_NUM - 1'b1;
always@(posedge clk) begin
    if(rst)
        counter_out <= 'h0;
    else if(loadCmd_in) begin
        if(loadValue_in <= COUNTER_MODULE)
            counter_out <= loadValue_in;
    end else if(en_in) begin
        if(dir_in) begin
            if(counter_out == COUNTER_MODULE)
                counter_out <= 'h0;
            else counter_out <= counter_out + 1'b1;   
        end
        else begin
            if(counter_out == 0)
                counter_out <= COUNTER_MODULE;
            else counter_out <= counter_out - 1'b1;   
        end
    end
end
assign tc_out = en_in & (counter_out == COUNTER_MODULE);
endmodule
==> /design/flow/run.sh <==
#!/bin/bash
# OpenROAD 26Q1-2900-gdf79404cd8, Yosys 0.63+post, stock flow scripts
make -C /OpenROAD-flow-scripts/flow DESIGN_CONFIG=/design/flow/config.mk WORK_HOME=/design/flow/orfs finish
==> /design/flow/config.mk <==
export PLATFORM = sky130hd
export DESIGN_NAME = EightLedCtrl
export DESIGN_NICKNAME = EightLedCtrl
export VERILOG_FILES = /design/flow/design.v
export SDC_FILE = /design/flow/constraint.sdc
export NUM_CORES = 4
export LEC_CHECK = 1
export CORE_UTILIZATION = 30
==> /design/flow/constraint.sdc <==
current_design EightLedCtrl

set clk_period 5.7
set clk_io_pct 0.2

create_clock -name clk0 -period $clk_period [get_ports {clk}]

set non_clock_inputs [all_inputs -no_clocks]
set_input_delay [expr $clk_period * $clk_io_pct] -clock clk0 $non_clock_inputs
set_output_delay [expr $clk_period * $clk_io_pct] -clock clk0 [all_outputs]
==> CHANGELOG.md <==
## Implementation

- Vias: 3512
- Fraction of power consumed by combinational cells: a little under a tenth
- Post-Syn Area per Cell: 9.49 sq um
- HPWL after detailed placement: around 6.3 mm
- Max-slew violation count: 0
- Number of enable flip-flop cells: 0
- Critical path data required time: 4.56 ns
- Via count of the first global-routing pass: 3287
- Number of warnings printed during yosys synthesis: 6
- Kind of start point of the critical path: primary input
- Power per Cell Area: 211 nW/um^2
- Max Clock Skew: 0.00962 ns
- Drt via density: 4.97
- Number of setup violations in the final report: 0
- Post-CTS resize count: 0
- Post-synthesis cell count: 461
- Setup Total Neg Slack: 0 ns
- Cell Count, Final, Fillers Out: 707
- Number of setup buffers added after CTS: 0
- Data arrival time of the worst path: 3.99 ns
- Reg2reg setup slack: ~3.6 ns
- Clock share of power: 47.8%
- CP Class: in2out
- Count of tool warnings: 41
- Clk ins delay skew pair: 0.33 ns
- RSZ-0062 raised after global routing: no
- Clock transition at the registers of the reported paths: 0.06 ns
- Flops & latches, synth: 70
- Critical path's largest stage delay: 0.57 ns
- Actual transition at the worst max-transition pin: 0.663 ns
- Slowest-stage cell, CP: clkdlybuf4s50_1
- Leakage power of the design: about 2.3 nW
- Cts hold-fix bufs: 0
- Post-route fraction of the period consumed by the critical path: 90.0%
- Buffers on Ports: 65
- First-pass GRT wire length: approximately 15 mm
- Share of total power in sequential cells: between 40% and 50%
- DR WL/cell: 12.6 um
- Instance area after placement: just over 5000 sq um
- Worst min-delay path class: reg2reg
- Count of antenna diodes in the layout: 0
- Top cell types by occurrence after synthesis: dfrtp_1, nor2_1, xnor2_1
- Critical Path End: high_seg_data_out[1]
- Share of Yosys cell area claimed by the top area cell type: 37.8%
- Proportion of layout cells with a drive suffix above 1: slightly below 7%
- Cell count listed in synth_stat.txt: 461
- Depth of the worst register-to-register path: 5
- Remaining max-slew budget at the tightest pin: 55.5%
- Hold-critical path depth: 1
- Fin crit period: 5.13 ns
- Iteration-0 DRC count of the detailed router: 170
- Largest driver fanout on the critical path: 21
- CTS sink count: around 70
- Buffers from clock root to sink, at most: 2
- Post-synthesis cell type with the largest instance count: dfrtp_1
- GR Overflow Total: 0
- Distinct lib cells: 55
- Netlist area before placement: about 4400 sq um
- Final weighted congestion in routability-driven placement: 0.839
- Core Util, Final: 39.1%
- Number of top-level pins: between 60 and 70
- Cell types with the largest area share after synthesis: dfrtp_1, xnor2_1, ha_1
- Routed Wire Length: 8.91 mm
- Initial core utilization: 31.2%
- Dominant synthesized flop cell: dfrtp_1
- Largest net degree at the start of global routing: ~52
- Count of max-cap constraint violations: 0
- Final ANT Viol Nets: 0
- Sequential element share of the synthesized area: between 30% and 40%
- Cell total after placement: around 700
- Result of the run: completed
- Switching Power: about 0.25 mW
- Chip area: between 15000 and 20000 sq um
- FMAX: about 190 MHz
- Cell chosen for the clock root: clkbuf_16
- Total routing resource utilization after global routing: 12.2%
- Width of the die: 123 um
- DR pass1 iterations: 4
- Critical path startpoint: rst
- FP Rows: about 43
- Final Hold Violating Endpoints: 0
- Number of antenna violations at the first check in global routing: 0
- Cell type contributing the most total cell area after synthesis: dfrtp_1
- Setup crit end kind: output port
- H-tree Lvls: 3
- Yosys stat chip area: around 4400 sq um
- Final standard cell area without fillers: about 5500 sq um
- Area Growth Syn to Fin: 25.4%
- Largest vdd supply drop: 0.116 mV
- Share of flip-flops with an asynchronous set or reset: 94.3%
- Drc violations: 0
- Inserted Clock Buffers: 9
- Vertical die dimension: 123 um
- Switching Fraction: 21.4%
- Cell internal power dissipation: roughly 0.9 mW
- Core Region: between 10000 and 15000 sq um
- TritonCTS clock tree: yes
- Cell-by-cell trace of the critical path: clkdlybuf4s50_1 -> buf_4 -> inv_2 -> nand2_1 -> o22ai_1 -> nor2_1 -> inv_1 -> ha_1 -> inv_1 -> a21oi_1 -> nor2_1 -> clkdlybuf4s50_1
==> per-stage QoR <==
step	hold slack [ns]	setup WS (ns)	power, mW
2_1_floorplan	0.443	0.696	0.553
3_3_place_gp	0.464	0.648	0.614
3_5_place_dp	0.470	0.579	0.614
4_1_cts	0.487	0.565	1.17
5_1_grt	0.507	0.265	1.20
6_report	0.487	0.571	1.16
==> layout by cell type, fill, tap and decap left out, types with 2 or more instances in the layout <==
cell type	Yosys	final
inv_1	18	17
xor2_1	24	24
nand3_2	2	2
nor3_1	8	8
nand2_1	34	34
or3_1	2	2
o21ai_1	8	8
dfrtp_1	66	66
a21o_1	2	2
clkinvlp_4	0	2
and4_1	6	6
nor2_1	45	45
o21ai_0	4	4
mux2i_1	8	8
nand3b_1	6	6
and2_1	4	4
xnor2_1	35	35
a31oi_1	2	2
a22oi_1	9	9
a22o_1	6	6
nand4_1	18	18
nor2b_1	20	20
a21oi_1	6	6
nand3_1	24	24
nor4_1	11	11
and3_1	11	11
buf_4	3	4
nor4_4	2	2
o22ai_1	10	10
nor3_2	2	2
nor4b_1	2	2
dfxtp_1	4	4
clkdlybuf4s50_1	0	65
clkbuf_16	0	9
ha_1	22	22
or2_1	2	2
==> power groups by stage <==
stage,combinational [mW],clock [mW],sequential (mW)
after CTS,0.109,0.563,0.497
final,0.108,0.554,0.497
after global routing,0.121,0.585,0.496
==> kinds of logic after synthesis <==
kind of cell             Yosys count  share of synthesized area (%)
adder cells (fa/ha/maj)           22                           6.29
flip-flops                        70                           39.6
multiplexers                      10                           2.35
XOR/XNOR                          59                           11.8
AND-OR/OR-AND                     55                           9.27
buffers and inverters             37                           3.78
AND/OR/NAND/NOR                  208                           26.9
==> metal layers <==
| layer | vias up | share of wire [%] | track usage [%] |
|---|---|---|---|
| met5 | - | 0 | 0 |
| met1 | 1674 | 51 | 19.4 |
| li1 | 1748 | - | - |
| met2 | 80 | 41 | 18.6 |
| met3 | 10 | 5.9 | 1.42 |
| met4 | 0 | 1.2 | 1.60 |
==> worst min path at each step <==
stage,end,from,slack [ns]
CTS,register,register,0.49
global route,register,register,0.51
finish,register,register,0.49
==> final cells by class <==
class,instances,area [sq um]
inverters,18,67.6
fillers,1309,8560
well taps,180,225
clock buffers,11,243
multi-input cells,354,2480
flip-flops and latches,70,1730
repair buffers,69,681
clock inverters,5,58.8
==> critical path: cells and delay by family <==
kind	cells	cell delay, ns
compound gates	2	0.16
fa+ha+maj	1	0.31
simple gates	3	0.60
buf+inv	6	1.77
Power figures rest on the tool's default switching activity, not on a simulated workload.
